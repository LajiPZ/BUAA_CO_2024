`flow/design.v`:
```
`timescale 1ns / 1ps
module CTRL(
    input [31:0] INS,
    output [4:0] rs,rt,rd,shamt,
    output [15:0] imm16,
    output [25:0] imm26,
    output [3:0] alu_op,
    output [2:0] npc_op,
                 npc_cond,
    output grf_we, 
           ext_signed,
           dm_we,
    output cmp_signed,
    output [1:0] dm_op,
    output dm_ext_signed,
    output [3:0] mgrfa3_c,
                 mgrfwd_c,
                 malub_c,
                 malusa_c,
    output [1:0] mcmpa2_c,
    output forward_e,
    output forward_m,
    output forward_w,
    output [4:0] target,
    output [2:0] forward_src_d,
    output [2:0] forward_src, 
    output [2:0] t_use_rd1, t_use_rd2, t_new,
    output [2:0] set_cond,
    output md_start, md_op, md_signed, md_ovrd, md_ovrd_dest,
    output read_hi, read_lo,
    output neo
    );
    wire [5:0] _opcode, _funct;
    wire [4:0] _rs, _rt, _rd, _shamt;
    wire [15:0] _imm16;
    wire [25:0] _imm26;
    assign _opcode = INS[31:26],  
           _rs = INS[25:21],
           _rt = INS[20:16],
           _rd = INS[15:11],
           _shamt = INS[10:6],
           _funct = INS[5:0];
    assign _imm16 = INS[15:0],  
           _imm26 = INS[25:0];  
       assign rs = _rs,
              rt = _rt,
              rd = _rd,
              shamt = _shamt,
              imm16 = _imm16,
              imm26 = _imm26;
    wire _special;
    wire _add, _sub, _jr, _sll;  
    wire _ori, _lw, _sw, _beq, _lui;  
    wire _jal;  
    wire _and, _andi, _addi, _or;
    wire _lb, _lh, _sb, _sh;
    wire _bne;
    wire _slt, _sltu;
    wire _mult, _multu, _div, _divu;
    wire _mfhi, _mflo, _mthi, _mtlo;
    wire _neo;  
    assign _special = !(|_opcode);
    assign _add = _special & (_funct == 6'b100000),
           _sub = _special & (_funct == 6'b100010),
           _jr = _special & (_funct == 6'b001000),
           _sll = _special & (_funct == 6'b000000);
    assign _ori = (_opcode == 6'b001101),
           _lw = (_opcode == 6'b100011),
           _sw = (_opcode == 6'b101011),
           _beq = (_opcode == 6'b000100),
           _lui = (_opcode == 6'b001111);
    assign _jal = (_opcode == 6'b000011);
    assign _and = _special & (_funct == 6'b100100);
    assign _andi = (_opcode == 6'b001100);
    assign _addi = (_opcode == 6'b001000);
    assign _or = _special & (_funct == 6'b100101);
    assign _lh = (_opcode == 6'b100001);
    assign _sh = (_opcode == 6'b101001);
    assign _lb = (_opcode == 6'b100000);
    assign _sb = (_opcode == 6'b101000);
    assign _slt = _special & (_funct == 6'b101010);
    assign _sltu = _special & (_funct == 6'b101011);
    assign _bne = (_opcode == 6'b000101);
    assign _mult = _special & (_funct == 6'b011000),
           _multu = _special & (_funct == 6'b011001),
           _div = _special & (_funct == 6'b011010),
           _divu = _special & (_funct == 6'b011011);
    assign _mfhi = _special & (_funct == 6'b010000),
           _mflo = _special & (_funct == 6'b010010),
           _mthi = _special & (_funct == 6'b010001),
           _mtlo = _special & (_funct == 6'b010011);
    assign _neo = (_opcode == 6'b111111) & (_funct == 6'b111111);
    assign neo = _neo;
              wire _no_reg_usage;
              assign _no_reg_usage = _lui | _md_read;
                     wire _branch;
                            assign _branch = _beq | _bne;
                     wire _jump;  
                            wire _jump_26, _jump_32;
                                   assign _jump = _jump_26 | _jump_32;
                                          assign _jump_26 = _jal,
                                                 _jump_32 = _jr;
                     wire _cond;
                            wire _cond_eq, _cond_lt, _cond_gt, _cond_le, _cond_ge, _cond_uncond, _cond_ne;
                                   assign _cond = _cond_uncond | _cond_eq | _cond_ne;
                                          assign _cond_uncond = _jal | _jr,
                                                 _cond_ne = _bne,
                                                 _cond_eq = _beq;
                     wire _link;
                            assign _link = _jal;
                     wire _cmp_signed;
                     assign _cmp_signed = _cond | (_set & !_set_unsigned);
                     assign cmp_signed = (_cmp_signed) ? 1'b1 : 1'b0;
                     wire _cmp_with_zero;
                            assign _cmp_with_zero = 1'b0;  
                     wire _cmp_with_signed_imm16;
                            assign _cmp_with_signed_imm16 = _set_imm16;
                     wire _set;
                            wire _set_lt;
                                   assign _set = _set_lt;
                                          assign _set_lt = _slt | _sltu;
                            wire _set_imm16;
                                   assign _set_imm16 = 1'b0;  
                            wire _set_unsigned;
                                   assign _set_unsigned = _sltu;
                     wire _calc;
                            wire _calc_and, _calc_add, _calc_sub, _calc_or, _calc_sll, _calc_imm16, _calc_shift;
                                   assign _calc = _calc_and | _calc_add | _calc_sub | _calc_or | _calc_sll;
                                          assign _calc_and = _and | _andi,
                                                 _calc_add = _add | _memory | _addi,
                                                 _calc_sub = _sub,
                                                 _calc_or = _or | _ori,
                                                 _calc_sll = _sll | _lui,
                                                 _calc_imm16 = _andi | _addi | _ori | _lui | _memory,
                                                 _calc_shift = _sll;
                            wire _calc_zero_ext, _calc_signed_ext;
                                   assign _calc_zero_ext = _andi | _ori,
                                          _calc_signed_ext = _addi;
                     wire _md;
                            assign _md = _md_mult | _md_div | _md_write | _md_read;
                                   wire _md_signed;
                                          assign _md_signed = _mult | _div;
                                   wire _md_mult, _md_div;
                                          assign _md_mult = _mult | _multu,
                                                 _md_div = _div | _divu;
                                   wire _md_write;
                                          wire _md_mthi, _md_mtlo;
                                          assign _md_write = _md_mthi | _md_mtlo;
                                                 assign _md_mthi = _mthi,
                                                        _md_mtlo = _mtlo;
                                   wire _md_read;
                                          wire _md_mfhi, _md_mflo;
                                          assign _md_read = _md_mfhi | _md_mflo;
                                                 assign _md_mfhi = _mfhi,
                                                        _md_mflo = _mflo;
                     wire _memory;
                            wire _memory_read, _memory_write;
                                   assign _memory = _memory_read | _memory_write;
                                          assign _memory_read = _lw | _lh | _lb,
                                                 _memory_write = _sw | _sh | _sb;
                            wire _memory_word, _memory_half, _memory_byte;
                                   assign _memory_word = _lw | _sw,
                                          _memory_half = _lh | _sh,
                                          _memory_byte = _lb | _sb;
                            wire _memory_ext_signed;
                                   assign _memory_ext_signed = _lb | _lh;
              assign forward_e = _set | _link;
              assign forward_m = (_calc & !_memory) | _link | _set | _md_read;
              assign forward_w = (_calc & !_memory_write) | _link | _set | _md_read;
              assign target = ( (_calc & !_calc_imm16) | (_set & !_set_imm16) | _md_read) ? _rd : 
                            ((_calc_imm16 & !_memory_write) | _set_imm16) ? _rt :
                            (_link) ? 5'd31 : 5'b0;
                     wire _src_d_set = _set;
                     wire _src_d_pc_8 = _link;
                     assign forward_src_d = (_src_d_set) ? 3'b000 :
                                            (_src_d_pc_8) ? 3'b001 :
                                            3'b000;
                     wire _src_alu;
                     wire _src_pc_8;
                     wire _src_set;
                     wire _src_hi, _src_lo;
                     assign _src_alu = (_calc & !_memory);
                     assign _src_pc_8 = _link;
                     assign _src_set = _set;
                     assign _src_hi = _md_mfhi;
                     assign _src_lo = _md_mflo;
                     assign forward_src = (_src_hi) ? 3'b011 :
                                          (_src_lo) ? 3'b100 :
                                          (_src_set) ? 3'b010 :
                                          (_src_alu) ? 3'b000 :
                                          (_src_pc_8) ? 3'b001 : 3'b000;  
              assign t_use_rd1 = (_no_reg_usage | _calc_shift) ? 3'd3 :     
                            ( (_calc & !_no_reg_usage & !_calc_shift) | _md_mult | _md_div | _md_write) ? 3'd1 :
                            (_set) ? 3'd0 :
                            3'd0;
              assign t_use_rd2 = (_memory_read | _no_reg_usage | _set_imm16 | _md_write) ? 3'd3 :         
                            (_memory_write) ? 3'd2 :
                            ((_calc & !_no_reg_usage & !_memory) | _md_mult | _md_div ) ? 3'd1 :
                            ((_set & !_set_imm16)) ? 3'd0 :
                            3'd0;
              assign t_new = (_memory_read) ? 3'd2 :
                            ((_calc & !_memory) | _md_read) ? 3'd1 : 
                            (_set) ? 3'd0 :
                            3'd0;
                     wire _npc_op_b, _npc_op_j26, _npc_op_j32;  
                     assign _npc_op_b = _branch,
                            _npc_op_j26 = _jump_26,
                            _npc_op_j32 = _jump_32;
                     wire _npc_cond_uncond, _npc_cond_eq, _npc_cond_lt, _npc_cond_gt, _npc_cond_le, _npc_cond_ge, _npc_cond_ne;
                     assign _npc_cond_uncond = _cond_uncond,
                            _npc_cond_ne = _cond_ne,
                            _npc_cond_eq = _cond_eq;
                            assign npc_op = (_npc_op_b) ? 3'b001 :
                                          (_npc_op_j26) ? 3'b010 :
                                          (_npc_op_j32) ? 3'b011 : 3'b000;
                            assign npc_cond = (_npc_cond_uncond) ? 3'b101 : 
                                              (_npc_cond_ne) ? 3'b110 : 
                                              (_npc_cond_eq) ? 3'b000 : 
                                                               3'b000;  
                     assign mcmpa2_c = (_cmp_with_zero) ? 2'b01 :
                                       (_cmp_with_signed_imm16) ? 2'b10 :
                                       2'b00;
                     wire _ext_signed; 
                     assign _ext_signed = _memory | _cmp_with_signed_imm16 | _calc_signed_ext;
                     assign ext_signed = (_ext_signed) ? 1'b1 : 1'b0;
                     assign set_cond = (_set_lt) ? 3'b00 :
                                       3'b00;
                     wire _alu_and, _alu_add, _alu_sub, _alu_or, _alu_sll;  
                     assign _alu_and = _calc_and,
                            _alu_add = _calc_add, 
                            _alu_sub = _calc_sub,
                            _alu_or = _calc_or,
                            _alu_sll = _calc_sll;
                     assign alu_op = (_alu_and) ? 4'b0100 : 
                                     (_alu_add) ? 4'b0000 :
                                     (_alu_sub) ? 4'b0001 :
                                     (_alu_or) ? 4'b0010 :
                                     (_alu_sll) ? 4'b0011 : 4'b0000;     
                            wire _malub_grf_a2, _malub_ext_b;  
                            assign _malub_grf_a2 = !_calc_imm16,
                                   _malub_ext_b = _calc_imm16;  
                            assign malub_c =  (_malub_grf_a2) ? 3'b000 :
                                              (_malub_ext_b) ? 3'b001 : 
                                              3'b000;
                            wire _malusa_5d16, _malusa_v;  
                            assign _malusa_5d16 = _lui;
                            assign malusa_c = (_malusa_5d16) ? 3'b001 : 3'b000; 
                     assign md_start = _md_mult | _md_div;
                     assign md_op = (_md_mult) ? 1'b1 : 1'b0;
                     assign md_signed = _md_signed;
                     assign md_ovrd = _md_write;
                     assign md_ovrd_dest = (_md_mthi) ? 1'b1 : 1'b0;
                     assign read_hi = _md_mfhi,
                            read_lo = _md_mflo;
                     wire _dm_we;
                     assign _dm_we = _memory_write;
                     assign dm_we = (_dm_we) ? 1'b1 : 1'b0;
                     wire _dm_op_word, _dm_op_half, _dm_op_byte;
                     assign _dm_op_word = _memory_word,
                            _dm_op_half = _memory_half,
                            _dm_op_byte = _memory_byte;
                     assign dm_op = (_dm_op_word) ? 2'b00 :
                                    (_dm_op_half) ? 2'b01 :
                                    2'b10;
                     wire _dm_ext_signed;
                     assign _dm_ext_signed = _memory_ext_signed;
                     assign dm_ext_signed = (_dm_ext_signed) ? 1'b1 : 1'b0;
                     wire _grf_we_n;
                     assign _grf_we_n = _memory_write | (_branch & !_link) | (_jump & !_link) | _md_mult | _md_div | _md_write;
                     assign grf_we = (!_grf_we_n) ? 1'b1 : 1'b0;
                            wire _mgrfa3_rd, _mgrfa3_rt, _mgrfa3_5d31;  
                            assign _mgrfa3_rd = (!_calc_imm16 & !_set_imm16) | _md_read,
                                   _mgrfa3_5d31 = _link,
                                   _mgrfa3_rt = _calc_imm16 | _set_imm16;  
                            assign mgrfa3_c = (_mgrfa3_5d31) ? 3'b010:  
                                          (_mgrfa3_rd) ? 3'b000 : 
                                          (_mgrfa3_rt) ? 3'b001 : 
                                          3'b000;
                            wire  _mgrfwd_dm_rd, _mgrfwd_pc_8, _mgrfwd_set;  
                            wire _mgrfwd_hi, _mgrfwd_lo;
                            assign _mgrfwd_dm_rd = _memory_read,
                                   _mgrfwd_pc_8 = _link,
                                   _mgrfwd_set = _set,
                                   _mgrfwd_hi = _md_mfhi,
                                   _mgrfwd_lo = _md_mflo;
                            assign mgrfwd_c = (_mgrfwd_hi) ? 3'b100 :
                                              (_mgrfwd_lo) ? 3'b101 :
                                              (_mgrfwd_dm_rd) ? 3'b001 :
                                              (_mgrfwd_pc_8) ? 3'b010 : 
                                              (_mgrfwd_set) ? 3'b011 :
                                              3'b000;
endmodule
```
`flow/run.sh`:
```
#!/bin/bash
# OpenROAD 26Q1-2900-gdf79404cd8, Yosys 0.63+post, stock flow scripts
make -C /OpenROAD-flow-scripts/flow DESIGN_CONFIG=/design/flow/config.mk WORK_HOME=/design/flow/orfs finish
```
`flow/config.mk`:
```
export PLATFORM = sky130hd
export DESIGN_NAME = CTRL
export DESIGN_NICKNAME = CTRL
export VERILOG_FILES = /design/flow/design.v
export SDC_FILE = /design/flow/constraint.sdc
export NUM_CORES = 4
export LEC_CHECK = 1
export CORE_AREA = 10 10 72 72
export DIE_AREA = 0 0 82 82
```
`flow/constraint.sdc`:
```
current_design CTRL

set clk_period 5.5
set clk_io_pct 0.2

create_clock -name clk0 -period $clk_period

set non_clock_inputs [all_inputs -no_clocks]
set_input_delay [expr $clk_period * $clk_io_pct] -clock clk0 $non_clock_inputs
set_output_delay [expr $clk_period * $clk_io_pct] -clock clk0 [all_outputs]
```
==> reports/qor.csv <==
metric,value,unit
grt_use_met2,0.225,
diodes,0,
die-area,0.00672,mm^2
synthCells,216,
period_used_share,0.896,
post_cts_buffers,0,
post_cts_resized,0,
wl,4.84,mm
top_area_frac,0.458,
status,"complete, no violations",
hold_viol_final,0,
common_cells,"89 x buf_4, 19 x nand2_1, 15 x nor2_1",
endpoint,forward_w,
clock_buffers,0,
yosys_warnings,0,
place.gp.congestion,0.956,
via_per_inst,4.59,
rsz0062_at_grt,false,
combGateArea,736,um^2
core,0.00369,mm^2
antenna_found_initial,0,
die_h,82,um
dp.cells,291,
top_cell,buf_4,
drc_errors,0,
first_global_vias,1361,
nFlopsAndLatches,0,
postSynthSeqShare,0,
critPathLaunchType,input pin,
grt_max_degree,13,
power_density,51.8,mW/mm^2
cap_violations,0,
hold_slack,2.20,ns
total_power,0.0990,mW
flop_area,0,um^2
use_met3,0.0441,
hold_depth,0,
leakage,0.849,nW
period_needed,4.93,ns
cp.required,4.40,ns
grt_pass1_wl,7.12,mm
overflow,0,
cp.arrival,3.83,ns
ir_worst_vdd,0.0000268,V
openroad.warnings,32,
final_cell_count_no_fill,291,
final_layout_size_suffix_gt1_frac,0.0617,
cts_hold_buf,0,
crit_path_start,INS[29],
setup_viol,0,
first_pass_iters,4,
synth_area_per_cell,6.76,um^2
finalSetupTns,0,ns
drtIter0Drc,38,
cp-end-kind,output pin,
utilization,0.518,
yosys-stat-cells,216,
tightest_slew,0.590,ns
top_cells_by_area,"buf_4 46%, nand2_1 4.9%, buf_6 3.9%, nor2_1 3.9%, a221oi_1 3.0%",
ant_nets,0,
slew_viol_final,0,
worst-setup-path-type,in -> out,
fillers,379,
fmax,203,MHz
slew_headroom,0.603,
die_x,82,um
ios,163,
io_buffers,107,
dp.final_hpwl,4.22,mm
routedWlPerCell,16.6,um
synth_cell_type_count,42,
crit_fanout,11,
track_usage,0.130,
area_growth,30.9,%
netlist_area,0.00146,mm^2
top_area_cell,buf_4,
hold_class,in -> out,
met1_usage,0.154,
core.rowCount,22,
yosysChipArea,0.00146,mm^2
initCoreUtil,0.396,
via_count,1337,
grt_busiest_layer,met2,
==> area by class of cell <==
class                      instances  area share
inverter                          12      0.0236
multi-input combinational        124       0.385
tap                               48      0.0314
timing repair buffer             107       0.560
==> worst max-delay path: stages <==
cell and delay (ns):
clkdlybuf4s50_1 0.66, nor4_4 0.62, nand4b_1 0.23, o211ai_2 0.15, and3b_1 0.37, o21ai_1 0.21, clkdlybuf4s50_1 0.49
==> logic make-up (layout without fill, tap and decap cells) <==
| family | Yosys count | after routing | share of synthesized area |
|---|---|---|---|
| AOI/OAI and AO/OA | 23 | 23 | 0.129 |
| buffers and inverters | 112 | 119 | 0.548 |
| other | 1 | 21 | 0.00257 |
| and+or+nand+nor | 80 | 80 | 0.320 |
==> layer usage <==
| metal | up-vias | share of wire |
|---|---|---|
| met5 | - | 0 |
| li1 | 669 | - |
| met1 | 583 | 0.38 |
| met4 | 0 | 0.015 |
| met3 | 10 | 0.13 |
| met2 | 75 | 0.47 |
==> power by group <==
part	leakage, nW	switching [mW]	total, mW	internal, mW
Clock	0	0	0	0
Combinational	0.849	0.0371	0.0990	0.0619
Sequential	0	0	0	0
==> layout by cell type, fill, tap and decap left out, drive strengths merged, types with 2 or more instances in the layout <==
master         count
nor2b              2
nor4               2
conb              21
nor3               6
inv               10
and2               6
nand2b             3
nor3b              2
nand2             19
a221oi             5
clkinv             2
o21ai              9
o211ai             2
clkdlybuf4s50    107
or3                2
nand3              5
a21oi              3
nor2              15
nand4              8
==> how the worst min path moves through the flow <==
stage	start	end	slack, ns
4_1_cts	INS[6]	imm16[6]	2.20
6_report	INS[6]	imm16[6]	2.20
5_1_grt	INS[21]	imm26[21]	2.20
==> stage by stage <==
| step | setup slack [ns] | area (um^2) |
|---|---|---|
| 2_1_floorplan | 2.15 | 1540 |
| 3_3_place_gp | 0.522 | 1910 |
| 3_5_place_dp | 0.541 | 1910 |
| 4_1_cts | 0.550 | 1910 |
| 5_1_grt | 0.401 | 1910 |
| 6_report | 0.575 | 1910 |
Power figures rest on the tool's default switching activity, not on a simulated workload.
