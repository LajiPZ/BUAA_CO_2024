## flow/design.v

```verilog
module CP0 (
    input clk,rst,
    input [4:0] ADDR_REG,    
    input we_REG,
    input [31:0] WD,    
    output [31:0] RD,
    input [31:0] VPC,    
    input db_VPC,
    input EXCEPTION,
    input [4:0] EXCEPTION_TYPE,
    input [5:0] HARDWARE_INTERRUPT,
    input rst_EXL,
    output enter_HANDLER,
    output [31:0] ADDR_HANDLER,
    output [31:0] EPC
);
reg [31:0] C0RF [0:31];
integer i;
initial begin
    for (i = 0; i < 32; i = i + 1) begin
        C0RF[i] <= 32'd0;
    end
end
    wire [5:0] _IM, _IP;
    wire _EXL, _IE;
    wire [4:0] _ExcCode;
    assign _IM = C0RF[12][15:10],
        _IP = C0RF[13][15:10],
        _EXL = C0RF[12][1],
        _IE = C0RF[12][0],
        _ExcCode = C0RF[13][6:2];
    wire _INTERRUPT, _EXCEPTION;
    assign _INTERRUPT = ( (|(HARDWARE_INTERRUPT & _IM)) & _IE & !_EXL),
           _EXCEPTION = EXCEPTION & !_EXL;
    assign enter_HANDLER = (_INTERRUPT | _EXCEPTION);
    assign ADDR_HANDLER = 32'h0000_4180;     
    wire [4:0] _EXCEPTION_TYPE = (_INTERRUPT) ? 5'd0 : EXCEPTION_TYPE; 
always @(posedge clk) begin
    if(rst) begin
        for (i = 0; i < 32; i = i + 1) begin
            C0RF[i] <= 32'd0;
        end
    end else begin 
        C0RF[13][15:10] = HARDWARE_INTERRUPT;  
        if (_EXCEPTION | _INTERRUPT) begin
            C0RF[14] = (db_VPC) ? (VPC - 4) : VPC;
            C0RF[12][1] = 1'b1;
            C0RF[13][31] = db_VPC;
            C0RF[13][6:2] = _EXCEPTION_TYPE;
        end else if (rst_EXL) begin
            C0RF[12][1] <= 1'b0;
        end else if (we_REG) begin
            C0RF[ADDR_REG] <= WD;
        end
    end
end
assign RD = C0RF[ADDR_REG];
assign EPC = C0RF[14];
endmodule
```

## flow/run.sh

```bash
#!/bin/bash
# OpenROAD 26Q1-2900-gdf79404cd8, Yosys 0.63+post, stock flow scripts
make -C /OpenROAD-flow-scripts/flow DESIGN_CONFIG=/design/flow/config.mk WORK_HOME=/design/flow/orfs finish
```

## flow/config.mk

```make
export PLATFORM = sky130hd
export DESIGN_NAME = CP0
export DESIGN_NICKNAME = CP0
export VERILOG_FILES = /design/flow/design.v
export SDC_FILE = /design/flow/constraint.sdc
export NUM_CORES = 4
export LEC_CHECK = 1
export CORE_UTILIZATION = 40
```

## flow/constraint.sdc

```tcl
current_design CP0

set clk_period 11.2
set clk_io_pct 0.2

create_clock -name clk0 -period $clk_period [get_ports {clk}]

set non_clock_inputs [all_inputs -no_clocks]
set_input_delay [expr $clk_period * $clk_io_pct] -clock clk0 $non_clock_inputs
set_output_delay [expr $clk_period * $clk_io_pct] -clock clk0 [all_outputs]
```

==> flow_metrics.rpt <==
IMPLEMENTATION SUMMARY REPORT
----------------------------------------------------
[Run status]
  Run status ........................ completed

[Floorplanning]
  Die Span Y ........................ ~350 um
  Width of the die ........................ 345 um
  # rows ........................ around 130
  Top-level I/O count ........................ roughly 180
  Chip Footprint ........................ 119,000 um2
  Starting density of the core ........................ 0.405
  CORE AREA ........................ ~120,000 um2

[Cells and area]
  Growth of design area from synthesis to finish ........................ 13.9%
  Fraction of layout instances using a drive strength above 1 ........................ 0.213
  Register name with the most flops ........................ C0RF
  Largest registers ranked by flip-flop count ........................ C0RF: 1024 flops
  Largest register FFs ........................ 1,024
  Number of standard cells in the final layout excluding fillers ........................ between 4,000 and 5,000

[Route]
  1st-pass router iterations ........................ 5
  Count of routing violations after the opening detailed-route iteration ........................ between 2,000 and 2,500
  Routed via count divided by cell count ........................ 6.33
  Drt wl/cell ........................ approximately 31 um
  Total inserted antenna cells ........................ 0
  Detailed-route DRC error count ........................ 0
  Total wirelength of the detailed-routed design ........................ between 150 and 200 mm
  Count of nets left with antenna violations after detail routing ........................ 0
  DR vias ........................ 31,140

[Logic synthesis]
  Instance tally after logic synthesis ........................ 3,284
  Share of synthesized cell area in and-or and or-and compound cells ........................ 0.0370
  Avg Synthesized Cell Area ........................ between 10 and 15 um2
  Combinational family with the most area after synthesis ........................ multiplexers
  Number of synthesized register bits ........................ 1,024
  Portion of synthesized cell area occupied by the leading cell type ........................ 0.648
  Part of the Yosys area used for sequential elements ........................ 0.650
  Asr flop ratio synth ........................ 0
  Yosys warning tally ........................ 1
  Basic Gates by Area ........................ 0.133
  Synth cell types ........................ 54
  Post-synthesis share of cell area spent on full adders, half adders and majority gates ........................ 0.000265
  Synthesized chip area reported by yosys ........................ 47,200 um2
  Ys cells ........................ 3,284
  Area of the mapped netlist ........................ 47,200 um2
  Cell type with the largest total area ........................ edfxtp_1
  Top cells by area ........................ edfxtp_1, mux4_2, nor4_1, nor2_1, clkbuf_1
  Mux contribution to synthesized area ........................ 0.138
  Yosys xor share ........................ 0.00130
  Most common reg cell ........................ edfxtp_1
  Post-synth tally of flip-flops with integrated enable ........................ 1,018

[Critical path]
  WP data required ........................ about 9 ns
  Kind of critical path ........................ input port to output pin
  CP Data Arrival Time ........................ roughly 5.7 ns
  Crit Path Max Fanout ........................ 114
  Startpoint type of the worst setup path ........................ input port
  Nature of the critical path endpoint ........................ output pin

[Final timing]
  Final setup TNS ........................ 0 ns
  Worst slew slack as a fraction of its limit ........................ 0.369
  Setup repair after global routing missed its margin ........................ no
  Final number of hold-violating endpoints ........................ 0
  Number of pins exceeding their max-slew limit in the final report ........................ 0
  Period Utilization, post-route ........................ 0.713
  Maximum operating frequency ........................ 125 MHz
  Minimum clock period ........................ between 7 and 8 ns
  Total setup violations reported at the end of the flow ........................ 0
  Least-Margin Pin Slew ........................ 0.947 ns
  Post-Route Skew ........................ 0.0194 ns

[Clock tree]
  CTS root buf ........................ clkbuf_16
  Clock transition at the registers of the reported paths ........................ 0.06 ns
  Clock tree from TritonCTS ........................ yes
  Worst-skew pair later-pin latency ........................ roughly 0.67 ns
  H-tree level count ........................ 3
  Quantity of gates resized following cts ........................ 0
  Number of buffers created by CTS ........................ 101
  Post-CTS setup-driven buffer insertion count ........................ 0
  Count of clock tree sinks ........................ ~1,000
  Post-cts hold-fix buffer tally ........................ 0
  Worst-case clock buffer depth ........................ 3

[GRT]
  Global-route congestion overflow total ........................ 0
  Vias in the first global route ........................ 32,945
  Overall routing resource usage ........................ 0.283
  Global-route wire length before repair ........................ 224 mm
  Maximum number of pins on one net before global-route repair ........................ 151
  Initial antenna violation count ........................ 3

[Place]
  Post-Place Cells ........................ 4,731
  Total half-perimeter wirelength after legalization and detailed placement ........................ 94.0 mm
  Number of port buffers ........................ about 150
  Final estimated routing congestion in global placement ........................ 0.908

[Pwr]
  Total power density per cell area ........................ 157 nW/um2
  Leakage power total ........................ between 0.015 and 0.02 uW
  Worst IR Drop VDD ........................ between 0.1 and 0.15 mV

[Run]
  Log Warnings ........................ 32
  Max-cap check violation count ........................ 0

[Worst hold path]
  Type of the worst min-delay path ........................ flop to flop

----------------------------------------------------
[through the flow]
step | worst slack [ns] | area [um2] | hold slack, ns | utilization | total power (uW)
floorplan | 4.62 | 47300 | 0.760 | - | 4910
global placement | 3.34 | 50700 | 0.915 | 0.435 | 5310
detailed placement | 3.33 | 50700 | 0.915 | 0.435 | 5310
CTS | 3.32 | 53700 | 0.929 | 0.461 | 8490
global route | 3.12 | 53700 | 1.04 | 0.461 | 8680
finish | 3.22 | 53700 | 0.932 | 0.461 | 8460
[cell type report]
| type | instances | area (um2) |
|---|---|---|
| inverters | 19 | 72.6 |
| multi-input cells | 1844 | 15200 |
| well taps | 1524 | 1910 |
| flip-flops and latches | 1024 | 30700 |
| fillers | 10013 | 62800 |
| clock buffers | 125 | 2690 |
| clock inverters | 62 | 388 |
| repair buffers | 320 | 2830 |
[Yosys cell counts (9+ instances only)]
cell / instances
edfxtp_1: 1018
nor2_1: 430
nor4_1: 360
clkbuf_1: 346
mux4_2: 256
nor3_1: 181
nand2_1: 82
mux2_2: 68
a22oi_1: 64
a21oi_1: 39
a31oi_1: 32
buf_4: 32
o22ai_1: 32
buf_1: 24
nand4_1: 24
o31ai_1: 24
and2_1: 22
buf_2: 22
nand3_1: 20
inv_1: 19
nor4b_1: 19
nor3b_1: 17
or4_1: 16
or3_1: 13
a311oi_1: 12
nor2b_1: 12
o21ai_0: 12
a211oi_1: 10
a22o_1: 9
[worst max-delay path: stages]
cell and delay, ns:
buf_8 0.42, buf_12 0.54, buf_12 0.54, mux4_2 0.34, a22oi_1 0.09, a31oi_1 0.77, clkdlybuf4s50_1 0.61
[metal layers]
| metal | track usage | routed length [um] | up-vias |
|---|---|---|---|
| met2 | 0.408 | 71500 | 2308 |
| li1 | - | - | 13102 |
| met3 | 0.193 | 25300 | 351 |
| met5 | 0.00840 | 110 | - |
| met1 | 0.344 | 50200 | 15371 |
| met4 | 0.105 | 7520 | 8 |
[logic make-up (layout without fill, tap and decap cells)]
group | Yosys count | in the layout
compound gates | 251 | 251
xor+xnor | 7 | 7
fa+ha+maj | 1 | 1
buf+inv | 446 | 526
flops | 1024 | 1024
mux | 324 | 324
other cells | 2 | 32
simple gates | 1229 | 1229
[cells in the final DEF, fill, tap and decap left out, types with 9 or more instances in the layout]
master           synthesis  routed
buf_4                   32     167
a22o_1                   9       9
edfxtp_1              1018    1018
nor4b_1                 19      19
mux4_2                 256     256
conb_1                   2      32
nand2_1                 82      68
nand3_1                 20      19
a311oi_1                12      12
a22oi_1                 64      64
clkinv_2                 0      25
o31ai_4                  0      12
or4_1                   16      16
a31oi_1                 32      32
nor2b_1                 12      10
or3_1                   13      13
nor3b_1                 17      17
mux2_2                  68      68
nor2_1                 430     429
clkbuf_16                0     102
nand4_1                 24      24
clkinv_1                 0      27
nor3_1                 181     174
nor4_1                 360     359
a21oi_1                 39      37
inv_1                   19      17
nand2_2                  0      13
o31ai_1                 24      12
o22ai_1                 32      32
and2_1                  22      21
clkbuf_1               346      18
clkdlybuf4s50_1          0     146
[final timing paths]
check,start,end,slack [ns],depth (start not counted)
setup / recovery,ADDR_REG[1],RD[14],3.22,7
hold / removal,C0RF[12][1],C0RF[12][1],0.93,2
setup reg to reg,C0RF[12][1],C0RF[10][21],6.80,7
hold reg to reg,C0RF[12][1],C0RF[12][1],0.93,2
[where the power goes]
part | total, uW | internal, uW | switching, uW
registers | 4390 | 4350 | 46.0
logic | 841 | 296 | 545
clock network | 3220 | 1770 | 1460
total | 8460 | 6410 | 2050
Power is estimated from default activity; no workload was simulated.
