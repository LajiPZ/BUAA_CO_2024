==> design.v <==
module BRIDGE (
    input clk,rst,
    input [31:0] ADDR,
    input [31:0] WD,
    output [31:0] RD,
    input WE,
    input [1:0] R_W_Op,
    input load, store,
    output exception,
    output [4:0] exception_type,
    input interrupt_IntGen,
    output [31:0] m_int_addr,     
    output reg [3:0] m_int_byteen,   
    output [5:0] interrupt_src,
    output oor
);
    wire _range_Timer0, _range_Timer1, _range_IntGen;
    assign _range_Timer0 = (ADDR >= 32'h0000_7F00) & (ADDR <= 32'h0000_7F0B),
        _range_Timer1 = (ADDR >= 32'h0000_7F10) & (ADDR <= 32'h0000_7F1B),
        _range_IntGen = (ADDR >= 32'h0000_7F20) & (ADDR <= 32'h0000_7F23);
    wire _Timer0_WE, _Timer1_WE, _IntGen_WE;
    assign _Timer0_WE = _range_Timer0 & WE,
           _Timer1_WE = _range_Timer1 & WE,
           _IntGen_WE = _range_IntGen & WE;
        wire [31:0] _Timer0_RD;
        wire _Timer0_interrupt;
    TC Timer0(
        .clk(clk), .reset(rst),
        .Addr(ADDR[31:2]), .WE(_Timer0_WE), .Din(WD), .Dout(_Timer0_RD), 
        .IRQ(_Timer0_interrupt)
    );
        wire [31:0] _Timer1_RD;
        wire _Timer1_interrupt;
    TC Timer1(
        .clk(clk), .reset(rst),
        .Addr(ADDR[31:2]), .WE(_Timer1_WE), .Din(WD), .Dout(_Timer1_RD), 
        .IRQ(_Timer1_interrupt)
    );
        wire [31:0] _IntGen_RD;  
        wire _IntGen_interrupt;
        assign _IntGen_interrupt = interrupt_IntGen;
        assign m_int_addr = ADDR;
        always @(*) begin
            if (_IntGen_WE) begin
                case(R_W_Op)
                    2'b00: begin
                        m_int_byteen = 4'b1111;
                    end
                    2'b01:begin
                        case(ADDR[1])
                            1'b1: m_int_byteen = 4'b1100;
                            1'b0: m_int_byteen = 4'b0011;
                        endcase
                    end
                    2'b10:begin
                        case(ADDR[1:0])
                            2'b11: m_int_byteen = 4'b1000;
                            2'b10: m_int_byteen = 4'b0100;
                            2'b01: m_int_byteen = 4'b0010;
                            2'b00: m_int_byteen = 4'b0001;
                        endcase
                    end
                endcase
            end else begin
                m_int_byteen = 4'b0000;
            end
        end
        assign _IntGen_RD = 32'b0;
assign RD = (_range_Timer0) ? _Timer0_RD :
            (_range_Timer1) ? _Timer1_RD :
            (_range_IntGen) ? _IntGen_RD :
            32'b0;
    assign oor = !_range_Timer0 & !_range_Timer1 & !_range_IntGen;
    wire _non_word_timer_reg;
    assign _non_word_timer_reg = (R_W_Op != 2'b00) & (_range_Timer0 | _range_Timer1);
    wire _store_to_cnt;
    assign _store_to_cnt = (ADDR == 32'h0000_7F08) | (ADDR == 32'h0000_7F18);
    wire _align_word, _align_half;
    assign _align_word = (ADDR[1:0] == 2'b0),
           _align_half = (ADDR[0] == 1'b0);
    wire _align = (R_W_Op == 2'b00 & !_align_word) | (R_W_Op == 2'b01 & !_align_half);
    wire _AdEL, _AdES;
    assign _AdEL = load & (_non_word_timer_reg | _align),
           _AdES = store & (_non_word_timer_reg | _store_to_cnt | _align);
    wire _Int;
    assign _Int = _Timer0_interrupt | _Timer1_interrupt | _IntGen_interrupt;
    wire _exception;
    assign _exception = _AdEL | _AdES;
    assign exception = _exception;
    assign exception_type = (_AdEL) ? 5'd4 :
                            (_AdES) ? 5'd5 :
                            5'd0;
    assign {interrupt_src[5:3],interrupt_src[2],interrupt_src[1],interrupt_src[0]} = {3'b0,_IntGen_interrupt, _Timer1_interrupt, _Timer0_interrupt};
endmodule
`timescale 1ns / 1ps
module TC(
    input clk,
    input reset,
    input [31:2] Addr,
    input WE,
    input [31:0] Din,
    output [31:0] Dout,
    output IRQ
    );
	reg [1:0] state;
	reg [31:0] mem [2:0];
	reg _IRQ;
	assign IRQ = mem[0][3] & _IRQ;
	assign Dout = mem[Addr[3:2]];
	wire [31:0] load = Addr[3:2] == 0 ? {28'h0, Din[3:0]} : Din;
	integer i;
	always @(posedge clk) begin
		if(reset) begin
			state <= 0; 
			for(i = 0; i < 3; i = i+1) mem[i] <= 0;
			_IRQ <= 0;
		end
		else if(WE) begin
			mem[Addr[3:2]] <= load;
		end
		else begin
			case(state)
				2'b00 : if(mem[0][0]) begin
					state <= 2'b01;
					_IRQ <= 1'b0;
				end
				2'b01 : begin
					mem[2] <= mem[1];
					state <= 2'b10;
				end
				2'b10  : 
					if(mem[0][0]) begin
						if(mem[2] > 1) mem[2] <= mem[2]-1;
						else begin
							mem[2] <= 0;
							state <= 2'b11;
							_IRQ <= 1'b1;
						end
					end
					else state <= 2'b00;
				default : begin
					if(mem[0][2:1] == 2'b00) mem[0][0] <= 1'b0;
					else _IRQ <= 1'b0;
					state <= 2'b00;
				end
			endcase
		end
	end
endmodule
==> run.sh <==
#!/bin/bash
# OpenROAD 26Q1-2900-gdf79404cd8, Yosys 0.63+post, stock flow scripts
make -C /OpenROAD-flow-scripts/flow DESIGN_CONFIG=/design/flow/config.mk WORK_HOME=/design/flow/orfs finish
==> config.mk <==
export PLATFORM = sky130hd
export DESIGN_NAME = BRIDGE
export DESIGN_NICKNAME = BRIDGE
export VERILOG_FILES = /design/flow/design.v
export SDC_FILE = /design/flow/constraint.sdc
export NUM_CORES = 4
export LEC_CHECK = 1
export CORE_UTILIZATION = 50
==> constraint.sdc <==
current_design BRIDGE

set clk_period 24.0
set clk_io_pct 0.2

create_clock -name clk0 -period $clk_period [get_ports {clk}]

set non_clock_inputs [all_inputs -no_clocks]
set_input_delay [expr $clk_period * $clk_io_pct] -clock clk0 $non_clock_inputs
set_output_delay [expr $clk_period * $clk_io_pct] -clock clk0 [all_outputs]
==> results_dict.tcl <==
# implementation run metrics
set metrics [dict create \
    hpwlAfterDp_mm 30.4 \
    arrival_ps 8040 \
    post_synth_ao_oa_area_fraction 0.0852 \
    setup_repair_after_global_routing_missed_its_margin "no" \
    drt_first_iter_violations 747 \
    ant_nets 0 \
    worst_path_max_delay_cell "buf_4" \
    power_frac_clock 0.401 \
    top_area_cell "edfxtp_1" \
    irDropWorstVdd_mv 0.0759 \
    cts-hold-fix-buffers 0 \
    grt_pass1_wl_mm 67.9 \
    timing.hold.worst.class "reg2reg" \
    synth-warning-count 2 \
    unclocked_regs 4 \
    top_logic_kind "simple AND/OR/NAND/NOR gates" \
    placement.setup.worst_slack_ps 11190 \
    rows 62 \
    area_overhead_of_the_layout_relative_to_synthesis_pct 19.9 \
    mean_instance_size_in_the_synthesized_netlist_um2 11.6 \
    postRouteWirelength_mm 44.7 \
    synth-async-reset-ratio 0 \
    number_of_global_route_vias_before_repair 11191 \
    number_of_antenna_cells_inserted 0 \
    post_synth_main_area_contributors "edfxtp_1 (52%), mux4_2 (9.7%), nor2_1 (5.2%)" \
    grtUsageTotal 0.332 \
    drive_above_1_share 0.122 \
    timing.setup.critical_path_class "in2out" \
    power.static_leakage_nw 6.54 \
    cts.htree.levels 1 \
    cp_slowest_stage_delay_ps 620 \
    synth-main-ff-cell "edfxtp_1" \
    cp_cell_sequence "buf_4, buf_4, nand3_1, a21o_1, or3_1, buf_4, o21ai_0, a21oi_1, a21oi_1, clkdlybuf4s50_1" \
    logic_area_um2 6660 \
    post_cts_buffers 0 \
    cts_resized 0 \
    unconstrained_endpoints 8 \
    cp_top_family "buffers and inverters" \
    core_area_um2 28900 \
    clock-root-buffer "clkbuf_16" \
    ys_sh_simple 0.168 \
    gate_count_after_technology_mapping 1282 \
    startpoint_type "input pin" \
    synth-area-yosys_um2 14800 \
    r2r_cells 7 \
    worstSkewPairLatency_ps 560 \
    gpl.final_weighted_congestion 0.947 \
    synth-seq-cells 270 \
    xor_share 0.0301 \
    power_report.internal_total_uw 872 \
    crit_path_buf_inv_count 4 \
    final_cell_mix "edfxtp_1 (256), nor2_1 (206), clkdlybuf4s50_1 (141)" \
    worstPathRequired_ps 19200 \
    dieHeight_um 174 \
    drt_drc_violations_left 0 \
    worst_setup_hold_path_clk_slew_ps 60 \
    power.combinational.fraction 0.116 \
    fp_util 0.513 \
    most_common_cell_after_layout_fill_and_taps_aside "edfxtp_1" \
    post-route-period-util 0.535 \
    grt_start_max_net_pins 42 \
    crit_top_cell "buf_4" \
    final_util 0.615 \
    fin_worst_skew_ps 9.41 \
    fin_tns_setup_ps 0 \
    outcome "finished, final reports clean" \
    worst_pin_slew_ps 783 \
    timing.max_cap.violations 0 \
    fraction_of_post_synthesis_cell_area_in_the_top_cell_type_by_area 0.518 \
    detail_route.vias_per_cell 5.85 \
    path_depth 10 \
    stage_log_warnings 30 \
    final_cell_area_um2 17800 \
    timing_hold_violations_final 0 \
    top_level_ports 153 \
    dpl_cell_area_um2 16800 \
    worst_slew_margin_rel 0.477 \
    drt_pre_antenna_iters 5 \
    adder_share 0.00674 \
    flip_flops_with_a_built_in_enable 256 \
    yosys-mux-area-fraction 0.125 \
    synth.lib_cells_used.distinct 78 \
    cts_made_buffers 29 \
    cts_tree "built" \
    setup_violations 0 \
    worst_slack_ps 11160 \
    seqCellArea_um2 7950 \
    switching_power_uw 279 \
    power_density_nw_per_um2 64.7 \
    number_of_cells_in_yosys_stat 1282 \
    ctsLongestPathBuffers 3 \
    fillers 2312 \
    antenna_found_initial 0 \
    switching_share 0.243 \
    critical_path.endpoint_type "output port" \
    route.detailed.wl_per_inst_um 23.6 \
    synthesis.area_um2 14800 \
    p_seq_frac 0.483 \
    finalMaxSlewViolations 0 \
    critPathMaxFanout 41 \
    place.port_buffers 144 \
    grt.overflow.total 0 \
    vias 11083 \
    timing.fmax_mhz 77.9 \
    timing.hold.worst_path_depth 2 \
    die.size.x_um 174 \
    period_minus_slack_ps 12840 \
    floorplan.die_area_um2 30400 \
]
power groups by stage:
stage     Clock (mW)  Combinational (mW)  Sequential [mW]
6_report       0.462               0.133            0.556
5_1_grt        0.485               0.144            0.559
4_1_cts        0.468               0.134            0.556
worst paths after layout:
kind / startpoint / end / slack, ps
worst max-delay path: ADDR[3] / exception_type[2] / 11160
worst min-delay path: Timer1._IRQ / Timer1._IRQ / 470
worst max register to register: Timer0.mem[2][22] / Timer0.mem[1][1] / 20700
worst min register to register: Timer1._IRQ / Timer1._IRQ / 470
Yosys cell counts, types with 5 or more instances:
master / instances
a211oi_1: 13
a21o_1: 10
a21oi_1: 70
a31oi_1: 5
and2_1: 6
and3_1: 13
buf_1: 9
buf_2: 29
buf_4: 44
clkbuf_1: 43
dfxtp_1: 10
edfxtp_1: 256
ha_1: 8
inv_1: 14
mux2_2: 5
mux2i_1: 34
mux4_2: 64
nand2_1: 102
nand3_1: 19
nand4_1: 9
nor2_1: 207
nor2b_1: 5
nor3_1: 62
nor4_1: 21
o211ai_1: 11
o21a_1: 6
o21ai_0: 30
o21ai_1: 8
o31ai_1: 6
or3_1: 14
or4_1: 11
xnor2_1: 32
xor2_1: 19
metal layers:
metal,vias to the layer above,routed length [µm],track usage
met5,-,0,0
met4,0,1710,0.0972
met3,82,5100,0.120
met2,654,20400,0.486
met1,5252,17500,0.514
li1,5095,-,-
cell families after synthesis:
group / count (synthesis)
buf+inv: 140
simple gates: 510
compound gates: 198
flops: 266
fa+ha+maj: 8
mux: 104
other cells: 1
xor+xnor: 51
latches: 4
flip-flops by register name (all words and copies together) (netlist names):
register and count:
Timer0._IRQ 1, Timer0.mem 128, Timer0.state 4, Timer1._IRQ 1, Timer1.mem 128, Timer1.state 4, m_int_byteen 4
area by class of cell:
class | instances | share of cell area
Tap cell | 384 | 0.0270
Timing Repair Buffer | 177 | 0.0944
Inverter | 14 | 0.00295
Clock buffer | 32 | 0.0414
Sequential cell | 270 | 0.447
Multi-Input combinational cell | 997 | 0.374
Clock inverter | 21 | 0.0134
stage by stage:
stage | std cells | hold slack [ps] | total power [mW]
after floorplan | 1407 | 439 | 0.643
after global placement | 1842 | 460 | 0.698
after detailed placement | 1842 | 464 | 0.699
after CTS | 1895 | 474 | 1.16
after global routing | 1895 | 475 | 1.19
final | 1895 | 473 | 1.15
worst register-to-register path: stages (launching register included):
cell and delay (ps):
edfxtp_1 440, or4_1 620, nor4_2 520, and4_1 820, or3_1 210, a21oi_1 80, a31oi_1 260, nor2_1 90
No activity file was given, so power comes from the tool's default toggle rates.
